`/design/flow/run.sh`:
```
#!/bin/bash
# OpenROAD 26Q1-2900-gdf79404cd8, Yosys 0.63+post, stock flow scripts
make -C /OpenROAD-flow-scripts/flow DESIGN_CONFIG=/design/flow/config.mk WORK_HOME=/design/flow/orfs finish
```
`/design/flow/config.mk`:
```
export PLATFORM = sky130hd
export DESIGN_NAME = rgbLighter
export DESIGN_NICKNAME = rgbLighter
export VERILOG_FILES = /design/flow/design.v
export SDC_FILE = /design/flow/constraint.sdc
export NUM_CORES = 4
export LEC_CHECK = 1
export CORE_AREA = 10 10 70 70
export DIE_AREA = 0 0 80 80
```
`/design/flow/constraint.sdc`:
```
current_design rgbLighter

set clk_period 1.6
set clk_io_pct 0.2

create_clock -name clk0 -period $clk_period [get_ports {clk}]

set non_clock_inputs [all_inputs -no_clocks]
set_input_delay [expr $clk_period * $clk_io_pct] -clock clk0 $non_clock_inputs
set_output_delay [expr $clk_period * $clk_io_pct] -clock clk0 [all_outputs]
```
`/design/flow/design.v`:
```
module getNextState(
    input [2:0] currentState,
    output [2:0] nextState
);
        assign nextState[0] = ~currentState[0];
        assign nextState[1] = currentState[0] ^ currentState[1];
        assign nextState[2] = currentState[2] ^ (currentState[1] & currentState[0]);
endmodule
module threeBitCounter (
    input clk,
    input reset,
    output reg [2:0] count  
);
    wire[2:0] tmp;
    getNextState uut1(count,tmp);
always @(posedge clk) begin
    if (reset==1'b1) begin
        count = 3'b000;
    end
    else begin
    count <= tmp;
    end
end
endmodule
module counterToLights (
    input [2:0] count,
    output [2:0] rgb
);
    assign rgb[2] = ((~count[2])&count[1]&count[0]) | ((~count[1])&(~count[0])) | ((~count[1])&count[2]);
    assign rgb[1] = ~((count[2]|count[1])&(count[1]|count[0])&(count[0]|count[2]));
    assign rgb[0] = ((~count[2])&(~count[0])) | ((~count[0])&count[1]) | ((~count[1])&count[0]&count[2]);
endmodule
module rgbLighter (
    input clk,
    input reset,
    output reg [2:0] rgb
);
    wire[2:0] state;
    wire[2:0] out;
    threeBitCounter uut1(clk,reset,state);
    counterToLights map(state,out);
    always @(posedge clk) begin
        rgb <= out;
    end
endmodule
```
==> impl_metrics.yaml <==
# synthesis and place-and-route metrics
setup_path:
  max_stage_delay_ns: 0.46
  cp.required_ns: 1.28
  start_kind: "flop"
  crit_family: "buffers and inverters"
  critPathKind: "reg2out"
  r2r-start: "uut1.count[0]"
  timing.rr.end: "rgb[1]"
  arrival_ns: 0.99
  rrSetupSlack_ns: 0.48
  crit_path_top_delay_cell: "clkdlybuf4s50_1"
  cp_num_buf_inv: 1
  ff2ff_path_depth: 3
  cp_max_fo: 1
  cp.depth: 1
  end_kind: "output pin"
  path_cells: "clkdlybuf4s50_1"
placement:
  globalplace.congestion: 0.656
  pre_cts_slack_ns: 0.479
  io_buffers: 4
  place_area_sq_um: 337
floorplanning:
  row_count: 21
  die_h_microns: 80
  fp_util: 0.0700
  core_area_sq_um: 3420
  die_w_microns: 80
  dieArea_sq_um: 6400
  pin_count: 5
timing:
  fin_crit_sh: 0.821
  setup_violations: 0
  rsz0062_at_grt: "no"
  slew_headroom: 0.849
  period_needed_ns: 1.31
  tns_ns: 0
  final_hold_viol_count: 0
  max_slew.worst_pin.slew_ns: 0.226
  fin_worst_skew_ns: 0.00293
  final_max_slew_viol_count: 0
  holdWs_ns: 0.513
  fmax_mhz: 761
  fin_ws_ns: 0.286
layout:
  drive_gt1_frac: 0.138
  n_fill_cell: 398
  areaGrowthSynthToFinish_pct: 50.3
  final_area_sq_um: 359
job:
  max-cap-violations: 0
  warning_count: 28
global_routing:
  antenna_found_initial: 0
  grt_max_degree: 8
  grt_pass1_vias: 174
  overflow: 0
  grt_pass1_wl_microns: 655
  grt.total_usage: 0.0137
routing:
  ant_nets: 0
  antenna_cells: 0
  vias: 158
  drc: 0
  avgRoutedWirePerCell_microns: 5.19
  viasPerCell: 2.11
  dr.pass1.iters: 3
  wirelength_microns: 389
  drt-initial-drc-count: 27
logic_synthesis:
  numSynthFlops: 6
  top_area_frac: 0.503
  ys_cells: 22
  yosys.area.top_type: "dfxtp_1"
  yosys_warnings: 2
  synthCells: 22
  synth_cell_types: 9
  syn_area_sq_um: 239
  area_leaders: "dfxtp_1 50%, ha_1 21%, xnor2_1 7.3%"
  syn_area_per_cell_sq_um: 10.9
  ys_chip_area_sq_um: 239
  synth_seq_share: 0.503
clock_network:
  cts_hold_buf: 0
  insertion_delay_ns: 0.24
  root_buffer: "clkbuf_4"
  cts.reportedPaths.clkPinSlew_ns: 0.04
  cts_resized: 0
  cts_setup_buffers: 0
  cts_buffers: 3
  cts_tree: "built"
  cts_max_level: 1
  cts_num_sinks: 6
  clock_path_buffers: 2
worst_hold_path:
  hold_depth: 1
  hold_end: "uut1.count[0]"
  hp-start: "uut1.count[0]"
  hold_class: "reg2reg"
status:
  outcome: "finished, final reports clean"
power_and_ir_drop:
  p_leak_nw: 0.137
  power_density_nw_per_um2: 999
  irDropWorstVdd_mv: 0.159
[registers in the layout, summed over array words and instances (netlist names)]
signal / flops
rgb: 3
uut1.count: 3
[through the flow]
stage | total power, W | util | std cells
finish | 0.000359 | 0.105 | 75
floorplan | 0.000200 | - | 22
detailed placement | 0.000229 | 0.0985 | 72
global route | 0.000388 | 0.105 | 75
CTS | 0.000369 | 0.105 | 75
global placement | 0.000226 | 0.0985 | 72
[layout by cell type, fill, tap and decap left out]
| cell type | Yosys | layout |
|---|---|---|
| a211o_1 | 1 | 1 |
| a21oi_1 | 1 | 1 |
| clkbuf_4 | 0 | 3 |
| clkdlybuf4s50_1 | 0 | 4 |
| dfxtp_1 | 6 | 6 |
| ha_1 | 4 | 4 |
| inv_1 | 2 | 2 |
| nor2_1 | 3 | 3 |
| nor2b_1 | 2 | 2 |
| or2_2 | 1 | 1 |
| xnor2_1 | 2 | 2 |
[power breakdown]
group | internal (W) | switching, W | total, W
clock network | 0.0000844 | 0.0000485 | 0.000133
registers | 0.000167 | 0.0000117 | 0.000178
logic | 0.0000338 | 0.0000138 | 0.0000476
[worst max path at each step]
stage | to | from
4_1_cts | rgb[2] | rgb[2]
6_report | rgb[2] | rgb[2]
5_1_grt | rgb[1] | rgb[1]
[layer usage]
metal	wire (microns)	vias to the layer above	GRT usage
met1	162	66	0.0100
li1	-	83	-
met2	123	7	0.0177
met3	98	2	0.0216
met4	4	0	0.00528
met5	0	-	0
[Yosys cell counts]
| cell type | instances |
|---|---|
| nor2_1 | 3 |
| a211o_1 | 1 |
| inv_1 | 2 |
| nor2b_1 | 2 |
| dfxtp_1 | 6 |
| a21oi_1 | 1 |
| or2_2 | 1 |
| ha_1 | 4 |
| xnor2_1 | 2 |
[cells by family (layout without fill, tap and decap cells)]
kind of cell	after synthesis	after routing	share of synthesized area
buffers and inverters	2	9	0.0314
AOI/OAI and AO/OA	2	2	0.0576
adders and majority gates	4	4	0.209
xor gates and xnor gates	2	2	0.0733
and+or+nand+nor	6	6	0.126
DFF	6	6	0.503
[final cells by class]
type / count / area [sq um] / share of cell area
flip-flops and latches: 6 / 120 / 0.334
multi-input cells: 14 / 111 / 0.310
well taps: 46 / 57.6 / 0.160
repair buffers: 4 / 40.0 / 0.111
clock buffers: 3 / 22.5 / 0.0627
inverters: 2 / 7.51 / 0.0209
No activity file was given, so power comes from the tool's default toggle rates.
